==> ./run.sh <==
#!/bin/bash
# OpenROAD 26Q1-2900-gdf79404cd8, Yosys 0.63+post, stock flow scripts
make -C /OpenROAD-flow-scripts/flow DESIGN_CONFIG=/design/flow/config.mk WORK_HOME=/design/flow/orfs finish
==> ./config.mk <==
export PLATFORM = sky130hd
export DESIGN_NAME = ima_adpcm_dec
export DESIGN_NICKNAME = ima_adpcm_dec
export VERILOG_FILES = /design/flow/design.v
export SDC_FILE = /design/flow/constraint.sdc
export NUM_CORES = 4
export LEC_CHECK = 1
export CORE_UTILIZATION = 30
==> ./constraint.sdc <==
current_design ima_adpcm_dec

set clk_period 10.6
set clk_io_pct 0.2

create_clock -name clk0 -period $clk_period [get_ports {clock}]

set non_clock_inputs [all_inputs -no_clocks]
set_input_delay [expr $clk_period * $clk_io_pct] -clock clk0 $non_clock_inputs
set_output_delay [expr $clk_period * $clk_io_pct] -clock clk0 [all_outputs]
==> ./design.v <==
module ima_adpcm_dec
(
	clock, reset, 
	inPCM, inValid,
	inReady, inPredictSamp, 
	inStepIndex,  inStateLoad, 
	outSamp, outValid 
);
input			reset;
input			clock;
input	[3:0]	inPCM;			 
input			inValid;		 
output			inReady;		 
input	[15:0]	inPredictSamp;	 
input	[6:0]	inStepIndex;	 
input			inStateLoad;	 
output	[15:0]	outSamp;		 
output			outValid;		 
reg [15:0] outSamp;
reg outValid;
reg [18:0] predictorSamp;
wire [18:0] dequantSamp;
reg predValid;
wire [19:0] prePredSamp;
reg [14:0] stepSize;	 
reg [6:0] stepIndex;	 
reg [4:0] stepDelta;
wire [7:0] preStepIndex;
wire [16:0] preOutSamp;
always @ (posedge clock or posedge reset)
begin 
	if (reset)
	begin 
		predictorSamp <= 19'b0;
		predValid <= 1'b0;
	end 
	else if (inStateLoad)
	begin 
		predictorSamp <= {inPredictSamp, 3'b0};
		predValid <= 1'b0;
	end 
	else if (inValid) 
	begin 
		if (prePredSamp[19] && !prePredSamp[18])
			predictorSamp <= {1'b1, 18'b0};
		else if (!prePredSamp[19] && prePredSamp[18])
			predictorSamp <= {1'b0, {18{1'b1}}};
		else 
			predictorSamp <= prePredSamp[18:0];
		predValid <= 1'b1;
	end
	else 
		predValid <= 1'b0;
end 
assign dequantSamp = (inPCM[2] ? {1'b0, stepSize, 3'b0} : 19'b0) + 
                     (inPCM[1] ? {2'b0, stepSize, 2'b0} : 19'b0) + 
                     (inPCM[0] ? {3'b0, stepSize, 1'b0} : 19'b0) +
                                 {4'b0, stepSize};
assign prePredSamp = inPCM[3] ? ({predictorSamp[18], predictorSamp} - {1'b0, dequantSamp}) : 
                                ({predictorSamp[18], predictorSamp} + {1'b0, dequantSamp});
assign inReady = ~predValid;
assign preOutSamp = {predictorSamp[18], predictorSamp[18:3]} + predictorSamp[2];
always @ (posedge clock or posedge reset)
begin 
	if (reset)
	begin 
		outSamp <= 16'b0;
		outValid <= 1'b0;
	end 
	else if (predValid)
	begin 
		if (!preOutSamp[16] && preOutSamp[15])
			outSamp <= {1'b0, {15{1'b1}}};
		else if (preOutSamp[16] && !preOutSamp[15])
			outSamp <= {1'b1, 15'b0};
		else 
			outSamp <= preOutSamp[15:0];
		outValid <= 1'b1;
	end
	else 
		outValid <= 1'b0;
end 
always @ (inPCM)
begin 
	case (inPCM[2:0]) 
		3'd0:	stepDelta <= 5'd31;		 
		3'd1:	stepDelta <= 5'd31;		 
		3'd2:	stepDelta <= 5'd31;		 
		3'd3:	stepDelta <= 5'd31;		 
		3'd4:	stepDelta <= 5'd2;		 
		3'd5:	stepDelta <= 5'd4;		 
		3'd6:	stepDelta <= 5'd6;		 
		3'd7:	stepDelta <= 5'd8;		 
	endcase 
end 
assign preStepIndex = {1'b0, stepIndex} + {{3{stepDelta[4]}}, stepDelta};
always @ (posedge clock or posedge reset)
begin 
	if (reset)
		stepIndex <= 7'b0;
	else if (inStateLoad)
		stepIndex <= inStepIndex;
	else if (inValid) 
	begin 
		if (preStepIndex[7])
			stepIndex <= 7'd0;
		else if (preStepIndex[6:0] > 7'd88)
			stepIndex <= 7'd88;
		else 
			stepIndex <= preStepIndex[6:0];
	end 
end 
always @ (posedge clock)
begin 
	case (stepIndex) 
		7'd0:		stepSize <= 15'd7;
		7'd1:		stepSize <= 15'd8;
		7'd2:		stepSize <= 15'd9;
		7'd3:		stepSize <= 15'd10;
		7'd4:		stepSize <= 15'd11;
		7'd5:		stepSize <= 15'd12;
		7'd6:		stepSize <= 15'd13;
		7'd7:		stepSize <= 15'd14;
		7'd8:		stepSize <= 15'd16;
		7'd9:		stepSize <= 15'd17;
		7'd10:		stepSize <= 15'd19;
		7'd11:		stepSize <= 15'd21;
		7'd12:		stepSize <= 15'd23;
		7'd13:		stepSize <= 15'd25;
		7'd14:		stepSize <= 15'd28;
		7'd15:		stepSize <= 15'd31;
		7'd16:		stepSize <= 15'd34;
		7'd17:		stepSize <= 15'd37;
		7'd18:		stepSize <= 15'd41;
		7'd19:		stepSize <= 15'd45;
		7'd20:		stepSize <= 15'd50;
		7'd21:		stepSize <= 15'd55;
		7'd22:		stepSize <= 15'd60;
		7'd23:		stepSize <= 15'd66;
		7'd24:		stepSize <= 15'd73;
		7'd25:		stepSize <= 15'd80;
		7'd26:		stepSize <= 15'd88;
		7'd27:		stepSize <= 15'd97;
		7'd28:		stepSize <= 15'd107;
		7'd29:		stepSize <= 15'd118;
		7'd30:		stepSize <= 15'd130;
		7'd31:		stepSize <= 15'd143;
		7'd32:		stepSize <= 15'd157;
		7'd33:		stepSize <= 15'd173;
		7'd34:		stepSize <= 15'd190;
		7'd35:		stepSize <= 15'd209;
		7'd36:		stepSize <= 15'd230;
		7'd37:		stepSize <= 15'd253;
		7'd38:		stepSize <= 15'd279;
		7'd39:		stepSize <= 15'd307;
		7'd40:		stepSize <= 15'd337;
		7'd41:		stepSize <= 15'd371;
		7'd42:		stepSize <= 15'd408;
		7'd43:		stepSize <= 15'd449;
		7'd44:		stepSize <= 15'd494;
		7'd45:		stepSize <= 15'd544;
		7'd46:		stepSize <= 15'd598;
		7'd47:		stepSize <= 15'd658;
		7'd48:		stepSize <= 15'd724;
		7'd49:		stepSize <= 15'd796;
		7'd50:		stepSize <= 15'd876;
		7'd51:		stepSize <= 15'd963;
		7'd52:		stepSize <= 15'd1060;
		7'd53:		stepSize <= 15'd1166;
		7'd54:		stepSize <= 15'd1282;
		7'd55:		stepSize <= 15'd1411;
		7'd56:		stepSize <= 15'd1552;
		7'd57:		stepSize <= 15'd1707;
		7'd58:		stepSize <= 15'd1878;
		7'd59:		stepSize <= 15'd2066;
		7'd60:		stepSize <= 15'd2272;
		7'd61:		stepSize <= 15'd2499;
		7'd62:		stepSize <= 15'd2749;
		7'd63:		stepSize <= 15'd3024;
		7'd64:		stepSize <= 15'd3327;
		7'd65:		stepSize <= 15'd3660;
		7'd66:		stepSize <= 15'd4026;
		7'd67:		stepSize <= 15'd4428;
		7'd68:		stepSize <= 15'd4871;
		7'd69:		stepSize <= 15'd5358;
		7'd70:		stepSize <= 15'd5894;
		7'd71:		stepSize <= 15'd6484;
		7'd72:		stepSize <= 15'd7132;
		7'd73:		stepSize <= 15'd7845;
		7'd74:		stepSize <= 15'd8630;
		7'd75:		stepSize <= 15'd9493;
		7'd76:		stepSize <= 15'd10442;
		7'd77:		stepSize <= 15'd11487;
		7'd78:		stepSize <= 15'd12635;
		7'd79:		stepSize <= 15'd13899;
		7'd80:		stepSize <= 15'd15289;
		7'd81:		stepSize <= 15'd16818;
		7'd82:		stepSize <= 15'd18500;
		7'd83:		stepSize <= 15'd20350;
		7'd84:		stepSize <= 15'd22385;
		7'd85:		stepSize <= 15'd24623;
		7'd86:		stepSize <= 15'd27086;
		7'd87:		stepSize <= 15'd29794;
		7'd88:		stepSize <= 15'd32767;
		default:	stepSize <= 15'd32767;
	endcase 
end 
endmodule
==> job_summary.md <==
## PnR job results

| Metric | Value |
|---|---|
| Die Wd | 161 um |
| YS chip area | 0.00754 mm2 |
| Max-area cell share | 14.6% |
| Vias | 6840 |
| Ys flop type | dfrtp_1 |
| Setup ws final | between 1000 and 1500 ps |
| Core Area | between 0.02 and 0.025 mm2 |
| Die y size | 161 um |
| CTS Buf Count | 9 |
| Initial antenna violation count | 0 |
| Status | finished clean |
| Share of layout cells above drive strength 1 | 6.48% |
| Number of synthesized flops with an enable pin | 0 |
| Wl on met1 | 9170 um |
| R2r setup slk | 3710 ps |
| Tool warnings | 36 |
| Final Cycle Share | between 80% and 90% |
| WL/cell | 14.4 um |
| CP max FO | 17 |
| Worst slew margin | slightly below 50% |
| PortBufs | 48 |
| Die area | approximately 0.026 mm2 |
| Setup TNS | 0 ps |
| Yosys warning total | 1 |
| Final core utilization | 35.0% |
| Max_cap viols | 0 |
| Total clock sinks | 59 |
| RSZ-0062 raised after global routing | false |
| Worst EP required | 10810 ps |
| ANT nets after route | 0 |
| Synth Cell Area | 0.00754 mm2 |
| Post-synth area hogs | dfrtp_1 15%, ha_1 11%, fa_1 7.7%, a21oi_1 6.7%, nor2_1 4.7% |
| Most numerous logic cell after layout | a21oi_1 |
| Worst setup SP type | input port |
| Worst hold path type | reg -> reg |
| Critical path type | in -> reg |
| Slew Limit Fails | 0 |
| Drt total wl | 18900 um |
| Total setup buffers inserted after CTS | 0 |
| Final min period | 9170 ps |
| GPL Wtd Cong | 0.937 |
| Dpl ws | between 1000 and 1500 ps |
| Max Freq | 0.109 GHz |
| Post-DP HPWL | roughly 14000 um |
| Floorplan Utilization | a little under a third |
| Clk_skew | 10.2 ps |
| Worst Path Arrival | 9380 ps |
| Drt pass-1 iters | 5 |
| GRT overflow | 0 |
| Clock Tree Root | clkbuf_16 |
| Met3 WL post-DR | approximately 980 um |
| Ratio of routed vias to standard cells | roughly 5.2 |
| Yosys cell count | slightly below 1000 |
| Largest net degree at the start of global routing | 66 |
| First-pass GRT wire length | 32600 um |
| Clock latency (worst-skew pair) | around 340 ps |
| Layout area overhead | 13.7% |
| Cell Type Count | roughly 84 |
| Worst slew pin tran | 761 ps |
| Post-Synthesis Cells | 963 |
| Worst-case clock buffer depth | 2 |
| Top Layout Cells | 101 x a21oi_1, 94 x nor2_1, 70 x o21ai_0 |
| CP Capture Type | flop |
| Worst-path clk slew | ~50 ps |
| Post-synth seq share | 18.6% |
| Num ports | 49 |
| Total GRT Usage | 15.5% |
| Synth Area per Inst | 7.83 um2 |
| Max layer used | met4 |
| Vias in the first global route | 6555 |
| Met2 Routed Length | 8490 um |
| Hold_buf cts | 0 |
| Post_cts resized | 0 |
| Row count | ~57 |
| # setup viols final | 0 |
| Post-synth ARST share | 74.6% |
| DR iter-0 viols | 287 |
| Number of antenna diodes | 0 |
| Final hold vios | 0 |
| Synthesized flop and latch total | 59 |
| # DRC | 0 |
| Yosys top cell by area | dfrtp_1 |
| TritonCTS clock tree | done |
| H-Tree Level Count | 3 |
registers in the layout, indices dropped and copies added, names as in the netlist:
| signal | count |
|---|---|
| outSamp | 16 |
| outValid | 1 |
| stepSize | 15 |
| predictorSamp | 19 |
| stepIndex | 7 |
| predValid | 1 |
layout make-up:
cell class / instances / area, um2
clock buffer: 14 / 264
clock inverter: 2 / 35.0
fill: 2479 / 15900
inverter: 63 / 236
multi-input combinational: 789 / 5650
sequential: 59 / 1400
tap: 324 / 405
timing repair buffer: 61 / 578
cell usage after synthesis (6+ instances only):
| cell | instances |
|---|---|
| o211ai_1 | 9 |
| dfrtp_1 | 44 |
| or3_1 | 7 |
| and2_1 | 42 |
| fa_1 | 29 |
| nand4_1 | 6 |
| nand3_1 | 18 |
| a31oi_1 | 24 |
| a21oi_1 | 101 |
| buf_6 | 6 |
| nand2b_1 | 9 |
| nor2_1 | 94 |
| dfxtp_1 | 15 |
| and3_1 | 7 |
| nor3b_1 | 17 |
| inv_1 | 62 |
| o21ai_0 | 70 |
| ha_1 | 64 |
| xnor2_1 | 35 |
| nor2b_1 | 16 |
| a21o_1 | 11 |
| a311oi_1 | 6 |
| xor2_1 | 26 |
| buf_1 | 6 |
| nand2_1 | 63 |
| a22oi_1 | 6 |
| nor3_1 | 18 |
| o21ai_2 | 7 |
| clkbuf_1 | 36 |
| a211oi_1 | 11 |
worst max-delay path, cell delays in order:
cell and delay, ps:
clkdlybuf4s50_1 650, inv_1 400, nor2_1 120, fa_1 540, inv_1 50, fa_1 490
inv_1 40, ha_1 390, and2_1 210, or4b_4 540, a31o_1 220, a211o_1 320
a211o_4 390, o21ai_0 220, xor2_1 170, ha_1 310, a21oi_1 150, o21ai_0 130
a211o_2 400, xor2_1 210, or4_1 900, a31oi_1 330, o21ai_2 60
per-layer routing:
| layer | track usage [%] | vias up |
|---|---|---|
| met4 | 2.34 | 0 |
| met5 | 0 | - |
| met3 | 2.21 | 22 |
| met2 | 24.6 | 173 |
| li1 | - | 3481 |
| met1 | 22.9 | 3164 |
metrics by stage:
step	cells	area (um2)	hold WS, ps
floorplan	963	7540	352
global placement	1296	8270	464
detailed placement	1296	8270	478
CTS	1312	8570	490
global route	1312	8570	524
finish	1312	8570	487
path summary, 6_finish.rpt:
check | startpoint | end | cells after the start
worst max-delay path | inPCM[2] | predictorSamp[4] | 23
worst min-delay path | predictorSamp[0] | predictorSamp[0] | 2
max in group asynchronous | reset | stepIndex[3] | 3
worst max register to register | stepSize[0] | predictorSamp[4] | 22
min in group asynchronous | reset | outSamp[2] | 3
worst min register to register | predictorSamp[0] | predictorSamp[0] | 2
cell families after synthesis:
kind of cell | Yosys count | share of synthesized area, %
and+or+nand+nor | 315 | 21.0
AOI/OAI and AO/OA | 312 | 27.0
buffers and inverters | 115 | 6.55
adders and majority gates | 93 | 18.3
xor gates and xnor gates | 61 | 7.09
DFF | 59 | 18.6
muxes | 8 | 1.44
