`config.mk`:
```
export PLATFORM = sky130hd
export DESIGN_NAME = ima_adpcm_enc
export DESIGN_NICKNAME = ima_adpcm_enc
export VERILOG_FILES = /design/flow/design.v
export SDC_FILE = /design/flow/constraint.sdc
export NUM_CORES = 4
export LEC_CHECK = 1
export CORE_UTILIZATION = 30
```
`constraint.sdc`:
```
current_design ima_adpcm_enc

set clk_period 15.0
set clk_io_pct 0.2

create_clock -name clk0 -period $clk_period [get_ports {clock}]

set non_clock_inputs [all_inputs -no_clocks]
set_input_delay [expr $clk_period * $clk_io_pct] -clock clk0 $non_clock_inputs
set_output_delay [expr $clk_period * $clk_io_pct] -clock clk0 [all_outputs]
```
`design.v`:
```
module ima_adpcm_enc
(
	clock, reset, 
	inSamp, inValid,
	inReady,
	outPCM, outValid, 
	outPredictSamp, outStepIndex 
);
input			reset;
input			clock;
input	[15:0]	inSamp;			 
input			inValid;		 
output			inReady;		 
output	[3:0]	outPCM;			 
output			outValid;		 
output	[15:0]	outPredictSamp;	 
output	[6:0]	outStepIndex;	 
reg [3:0] outPCM;
reg outValid, inReady;
reg [2:0] pcmSq;
reg [19:0] sampDiff, prePredSamp;
reg [18:0] predictorSamp, dequantSamp;
reg [3:0] prePCM;
reg [14:0] stepSize;	 
reg [6:0] stepIndex;	 
reg [4:0] stepDelta;
wire [7:0] preStepIndex;
always @ (posedge clock or posedge reset)
begin 
	if (reset)
	begin 
		pcmSq <= 3'b0;
		sampDiff <= 20'b0;
		predictorSamp <= 19'b0;
		dequantSamp <= 19'b0;
		prePCM <= 4'b0;
		inReady <= 1'b0;
	end 
	else 
	begin 
		case (pcmSq)
			3'd0:
				if (inValid) 
				begin 
					sampDiff <= {inSamp[15], inSamp, 3'b0} - {predictorSamp[18], predictorSamp};
					inReady <= 1'b0;
					pcmSq <= 3'd1;
				end 
				else 
					inReady <= 1'b1;
			3'd1:
				begin 
					if (sampDiff[19])
					begin 
						prePCM[3] <= 1'b1;
						sampDiff <= (~sampDiff) + 20'd1;
					end 
					else 
						prePCM[3] <= 1'b0;
					dequantSamp <= {4'b0, stepSize};
					pcmSq <= 3'd2;
				end 
			3'd2:
				begin 
					if (sampDiff[19:3] >= {2'b0, stepSize})
					begin 
						prePCM[2] <= 1'b1;
						sampDiff[19:3] <= sampDiff[19:3] - {2'b0, stepSize};
						dequantSamp <= dequantSamp + {1'b0, stepSize, 3'b0};
					end 
					else 
						prePCM[2] <= 1'b0;
					pcmSq <= 3'd3;
				end 
			3'd3:
				begin 
					if (sampDiff[19:2] >= {3'b0, stepSize})
					begin 
						prePCM[1] <= 1'b1;
						sampDiff[19:2] <= sampDiff[19:2] - {3'b0, stepSize};
						dequantSamp <= dequantSamp + {2'b0, stepSize, 2'b0};
					end 
					else 
						prePCM[1] <= 1'b0;
					pcmSq <= 3'd4;
				end 
			3'd4:
				begin 
					if (sampDiff[19:1] >= {4'b0, stepSize})
					begin 
						prePCM[0] <= 1'b1;
						dequantSamp <= dequantSamp + {3'b0, stepSize, 1'b0};
					end 
					else 
						prePCM[0] <= 1'b0;
					pcmSq <= 3'd5;
				end 
			3'd5:
				begin 
					if (prePredSamp[19] && !prePredSamp[18])
						predictorSamp <= {1'b1, 18'b0};
					else if (!prePredSamp[19] && prePredSamp[18])
						predictorSamp <= {1'b0, {18{1'b1}}};
					else 
						predictorSamp <= prePredSamp[18:0];
					inReady <= 1'b1;
					pcmSq <= 3'd0;
				end 
			default:	pcmSq <= 3'd0;
		endcase 
	end 
end 
assign outPredictSamp = predictorSamp[18:3] + predictorSamp[2];
assign outStepIndex = stepIndex;
always @ (prePCM or predictorSamp or dequantSamp)
begin 
	if (prePCM[3])
		prePredSamp <= {predictorSamp[18], predictorSamp} - {1'b0, dequantSamp};
	else 
		prePredSamp <= {predictorSamp[18], predictorSamp} + {1'b0, dequantSamp};
end  
always @ (posedge clock or posedge reset)
begin 
	if (reset)
	begin 
		outPCM <= 4'b0;
		outValid <= 1'b0;
	end 
	else if (pcmSq == 3'd5)
	begin 
		outPCM <= prePCM;
		outValid <= 1'b1;
	end 
	else 
		outValid <= 1'b0;
end 
always @ (prePCM)
begin 
	case (prePCM[2:0]) 
		3'd0:	stepDelta <= 5'd31;		 
		3'd1:	stepDelta <= 5'd31;		 
		3'd2:	stepDelta <= 5'd31;		 
		3'd3:	stepDelta <= 5'd31;		 
		3'd4:	stepDelta <= 5'd2;
		3'd5:	stepDelta <= 5'd4;
		3'd6:	stepDelta <= 5'd6;
		3'd7:	stepDelta <= 5'd8;
	endcase 
end 
assign preStepIndex = {1'b0, stepIndex} + {{3{stepDelta[4]}}, stepDelta};
always @ (posedge clock or posedge reset)
begin 
	if (reset)
		stepIndex <= 7'b0;
	else if (pcmSq == 3'd5) 
	begin 
		if (preStepIndex[7])
			stepIndex <= 7'd0;
		else if (preStepIndex[6:0] > 7'd88)
			stepIndex <= 7'd88;
		else 
			stepIndex <= preStepIndex[6:0];
	end 
end 
always @ (posedge clock)
begin 
	case (stepIndex) 
		7'd0:		stepSize <= 15'd7;
		7'd1:		stepSize <= 15'd8;
		7'd2:		stepSize <= 15'd9;
		7'd3:		stepSize <= 15'd10;
		7'd4:		stepSize <= 15'd11;
		7'd5:		stepSize <= 15'd12;
		7'd6:		stepSize <= 15'd13;
		7'd7:		stepSize <= 15'd14;
		7'd8:		stepSize <= 15'd16;
		7'd9:		stepSize <= 15'd17;
		7'd10:		stepSize <= 15'd19;
		7'd11:		stepSize <= 15'd21;
		7'd12:		stepSize <= 15'd23;
		7'd13:		stepSize <= 15'd25;
		7'd14:		stepSize <= 15'd28;
		7'd15:		stepSize <= 15'd31;
		7'd16:		stepSize <= 15'd34;
		7'd17:		stepSize <= 15'd37;
		7'd18:		stepSize <= 15'd41;
		7'd19:		stepSize <= 15'd45;
		7'd20:		stepSize <= 15'd50;
		7'd21:		stepSize <= 15'd55;
		7'd22:		stepSize <= 15'd60;
		7'd23:		stepSize <= 15'd66;
		7'd24:		stepSize <= 15'd73;
		7'd25:		stepSize <= 15'd80;
		7'd26:		stepSize <= 15'd88;
		7'd27:		stepSize <= 15'd97;
		7'd28:		stepSize <= 15'd107;
		7'd29:		stepSize <= 15'd118;
		7'd30:		stepSize <= 15'd130;
		7'd31:		stepSize <= 15'd143;
		7'd32:		stepSize <= 15'd157;
		7'd33:		stepSize <= 15'd173;
		7'd34:		stepSize <= 15'd190;
		7'd35:		stepSize <= 15'd209;
		7'd36:		stepSize <= 15'd230;
		7'd37:		stepSize <= 15'd253;
		7'd38:		stepSize <= 15'd279;
		7'd39:		stepSize <= 15'd307;
		7'd40:		stepSize <= 15'd337;
		7'd41:		stepSize <= 15'd371;
		7'd42:		stepSize <= 15'd408;
		7'd43:		stepSize <= 15'd449;
		7'd44:		stepSize <= 15'd494;
		7'd45:		stepSize <= 15'd544;
		7'd46:		stepSize <= 15'd598;
		7'd47:		stepSize <= 15'd658;
		7'd48:		stepSize <= 15'd724;
		7'd49:		stepSize <= 15'd796;
		7'd50:		stepSize <= 15'd876;
		7'd51:		stepSize <= 15'd963;
		7'd52:		stepSize <= 15'd1060;
		7'd53:		stepSize <= 15'd1166;
		7'd54:		stepSize <= 15'd1282;
		7'd55:		stepSize <= 15'd1411;
		7'd56:		stepSize <= 15'd1552;
		7'd57:		stepSize <= 15'd1707;
		7'd58:		stepSize <= 15'd1878;
		7'd59:		stepSize <= 15'd2066;
		7'd60:		stepSize <= 15'd2272;
		7'd61:		stepSize <= 15'd2499;
		7'd62:		stepSize <= 15'd2749;
		7'd63:		stepSize <= 15'd3024;
		7'd64:		stepSize <= 15'd3327;
		7'd65:		stepSize <= 15'd3660;
		7'd66:		stepSize <= 15'd4026;
		7'd67:		stepSize <= 15'd4428;
		7'd68:		stepSize <= 15'd4871;
		7'd69:		stepSize <= 15'd5358;
		7'd70:		stepSize <= 15'd5894;
		7'd71:		stepSize <= 15'd6484;
		7'd72:		stepSize <= 15'd7132;
		7'd73:		stepSize <= 15'd7845;
		7'd74:		stepSize <= 15'd8630;
		7'd75:		stepSize <= 15'd9493;
		7'd76:		stepSize <= 15'd10442;
		7'd77:		stepSize <= 15'd11487;
		7'd78:		stepSize <= 15'd12635;
		7'd79:		stepSize <= 15'd13899;
		7'd80:		stepSize <= 15'd15289;
		7'd81:		stepSize <= 15'd16818;
		7'd82:		stepSize <= 15'd18500;
		7'd83:		stepSize <= 15'd20350;
		7'd84:		stepSize <= 15'd22385;
		7'd85:		stepSize <= 15'd24623;
		7'd86:		stepSize <= 15'd27086;
		7'd87:		stepSize <= 15'd29794;
		7'd88:		stepSize <= 15'd32767;
		default:	stepSize <= 15'd32767;
	endcase 
end 
endmodule
```
`run.sh`:
```
#!/bin/bash
# OpenROAD 26Q1-2900-gdf79404cd8, Yosys 0.63+post, stock flow scripts
make -C /OpenROAD-flow-scripts/flow DESIGN_CONFIG=/design/flow/config.mk WORK_HOME=/design/flow/orfs finish
```
==> ci_impl_report.md <==
## PnR job results

| Metric | Value |
|---|---|
| Post-synth area hogs | `dfrtp_1, ha_1, xnor2_1` |
| Worst-Margin Slew | `roughly 0.78 ns` |
| Layout cells sized above 1 | `about 5.3%` |
| Clock Latency Late Sink | `approximately 0.37 ns` |
| H-tree levels | `3` |
| Gate Count Post-Synth | `around 1700` |
| # resized after CTS | `0` |
| Post-DR wirelength/cell | `between 15 and 20 um` |
| Vias in the first global route | `between 10000 and 15000` |
| Routability-driven placement congestion ratio | `0.9676` |
| Hold Slack | `between 0.4 and 0.5 ns` |
| Placed cell area | `approximately 14000 um^2` |
| Synth Seq Share | `a little under a fifth` |
| CTS tree | `yes` |
| Max-Cap Viols | `0` |
| RSZ-0062 raised after global routing | `no` |
| Top cells by count | `nand2_1, ha_1, nor2_1` |
| GRT overflow | `0` |
| Clock skew | `between 0.01 and 0.015 ns` |
| Cts hold-fix bufs | `0` |
| Area leader, netlist | `dfrtp_1` |
| Crit path from | `predictorSamp[2]$_DFFE_PP0P_` |
| Vias per cell | `approximately 5.7` |
| ANT nets after route | `0` |
| Hold Startpoint | `inReady$_DFFE_PP0P_` |
| Crit path largest cell delay | `between 0.4 and 0.5 ns` |
| WHS Endpoint | `inReady$_DFFE_PP0P_` |
| Die Y | `206.7 um` |
| Chip area | `~43000 um^2` |
| FILL cells | `around 4300` |
| Cell mode on critical path | `ha_1` |
| Final hold vios | `0` |
| DP HPWL | `~31000 um` |
| Core Rows | `approximately 74` |
| Final Max Tran Viols | `0` |
| Final Cell Area | `roughly 14000 um^2` |
| Syn avg cell area | `about 7.6 um^2` |
| Top-area cell type share of the netlist area | `~16%` |
| Core area | `41110 um^2` |
| Largest net degree at the start of global routing | `around 55` |
| Peak Freq | `175.9 MHz` |
| CP Max Fanout | `7` |
| Root Driver | `clkbuf_16` |
| WP data arrival | `roughly 2.7 ns` |
| Path type of the worst setup path | `flop to output port` |
| Reg2reg setup slack | `between 10 and 15 ns` |
| First-pass GRT wire length | `63200 um` |
| GRT Util Overall | `19.16%` |
| Clock sink count | `~96` |
| Min-Delay Path Class | `flop to flop` |
| WL final | `a little over 40000 um` |
| Gate Area | `between 9000 and 10000 um^2` |
| CTS Buf Count | `9` |
| Vias | `12480` |
| # DRC | `0` |
| Kind of cell adding the most delay to the critical path | `simple AND/OR/NAND/NOR gates` |
| Post-CTS Setup Repair Bufs | `0` |
| Port buffer count | `47` |
| Inserted Diodes | `0` |
| Netlist Area Pre-Place | `12570 um^2` |
| Die width | `just over 200 um` |
| Area delta synth->final | `10.40%` |
| Initial Util | `between 30% and 40%` |
| Asr flop ratio synth | `a little over four fifths` |
| Finished Core Util | `around 34%` |
| Crit-path cells | `ha_1, ha_1, nand2_1, nor3_1, nand3_1, xnor2_1, clkdlybuf4s50_1` |
| Slowest stage cell, crit path | `dfrtp_1` |
| Post-layout period usage | `~38%` |
| Reg2reg end | `predictorSamp[10]$_DFFE_PP0P_` |
| Clk slew on worst S/H paths | `approximately 0.070 ns` |
| Ys flop type | `dfrtp_1` |
| Count leader, synth | `nand2_1` |
| Flops after synth | `between 90 and 100` |
| DRT iter0 DRCs | `just under 1000` |
| Period minus WS final | `between 5 and 6 ns` |
| Yosys cell count | `between 1500 and 2000` |
| Clock Path Buffers | `2` |
| Buffer and inverter count on the worst path | `1` |
| CP startpoint kind | `flop` |
| Syn. warnings | `1` |
| CP required | `12.00 ns` |
| Tool warnings | `34` |
| Worst relative slew slack | `about half` |
| R2R depth | `14` |
| FF-to-FF Start | `dequantSamp[2]$_DFFE_PP0P_` |
| Reg area | `about 2300 um^2` |
| I/O pin count | `roughly 48` |
| Initial DRT Pass Iterations | `8` |
| CP endpoint kind | `output port` |
| Status | `finished, final reports clean` |
| Worst Hold Depth | `1` |
| Synth cell types | `approximately 96` |
| YS chip area | `around 13000 um^2` |
| Initial antenna violation count | `0` |
| EDFF count, synth | `0` |
| Finish-stage setup viols | `0` |
| Setup TNS | `0 ns` |
-- registers in the layout, summed over array words and instances, names as in the netlist --
register and count:
outValid 1, inReady 1, stepIndex 7, predictorSamp 19
stepSize 15, pcmSq 6, sampDiff 20, prePCM 4
outPCM 4, dequantSamp 19
-- routing by layer --
layer	vias to the layer above	wire length [um]	share of wire (%)	global-route usage (%)
met1	5818	19150	47	28.50
met5	-	0	0	0
met2	423	17610	43	29.34
met3	55	2662	6.6	2.934
met4	0	1066	2.6	4.353
li1	6179	-	-	-
-- cell usage in the layout, fill, tap and decap left out, types with 11 or more instances in the layout --
master,netlist,layout
nand2_1,151,151
ha_1,150,150
nor2_1,147,147
a21oi_1,146,146
o21ai_0,144,144
xnor2_1,91,91
inv_1,90,89
dfrtp_1,80,79
clkdlybuf4s50_1,0,47
nor3_1,45,45
nand3_1,39,39
xor2_1,38,38
a211oi_1,33,33
a21o_1,29,29
o211ai_1,28,28
o22ai_1,25,25
o21a_1,21,21
a31oi_1,21,21
buf_4,0,19
nand2b_1,17,17
dfxtp_1,15,15
o21bai_1,14,14
a221oi_1,13,13
nand4_1,12,12
mux2i_1,12,12
o31ai_1,11,11
-- area by class of cell --
class                   count  share of cell area, %
flip-flops and latches     96                  16.79
multi-input cells        1396                  69.27
clock inverters             6                 0.4779
repair buffers             66                  4.418
well taps                 532                  4.797
clock buffers              10                  1.722
inverters                  93                  2.525
-- worst reg2reg max path: cells and delay by family, from the launching register on --
kind                       cells  cell delay, ns
AOI/OAI and AO/OA              6            1.69
and+or+nand+nor                5            1.69
DFF                            1            0.53
adders and majority gates      1            0.39
xor gates and xnor gates       2            0.51
-- metrics by stage --
| step | cells | setup WS, ns |
|---|---|---|
| final | 2199 | 9.314 |
| after global routing | 2199 | 9.089 |
| after CTS | 2199 | 9.306 |
| after detailed placement | 2183 | 9.056 |
| after global placement | 2183 | 9.005 |
| after floorplan | 1650 | 9.781 |
-- cell families after synthesis --
| kind of cell | share of synthesized area [%] |
|---|---|
| buffers and inverters | 4.997 |
| AOI/OAI and AO/OA | 30.47 |
| xor gates and xnor gates | 9.337 |
| and+or+nand+nor | 18.60 |
| muxes | 1.852 |
| adders and majority gates | 16.22 |
| DFF | 18.52 |
-- how the worst max path moves through the flow --
stage                               to  slack [ns]  depth (start not counted)
finish              outPredictSamp[12]        9.31                          7
CTS                 outPredictSamp[12]        9.31                          7
global route  sampDiff[18]$_DFFE_PP0P_        9.09                         11
